File: run.sh
#!/bin/bash
# OpenROAD 26Q1-2900-gdf79404cd8, Yosys 0.63+post, stock flow scripts
make -C /OpenROAD-flow-scripts/flow DESIGN_CONFIG=/design/flow/config.mk WORK_HOME=/design/flow/orfs finish
File: constraint.sdc
current_design Snakeladder

set clk_period 3.3
set clk_io_pct 0.2

create_clock -name clk0 -period $clk_period [get_ports {clk}]

set non_clock_inputs [all_inputs -no_clocks]
set_input_delay [expr $clk_period * $clk_io_pct] -clock clk0 $non_clock_inputs
set_output_delay [expr $clk_period * $clk_io_pct] -clock clk0 [all_outputs]
File: design.v
module Snakeladder(
    input clk,        
    input rst_full,    
    input btn_cycle,  
    input btn_roll,    
    output reg [7:0] row,  
    output reg [7:0] col,  
    output reg [6:0] hex0,
    output reg [5:0] player_pos
);
    reg btn_cycle_prev, btn_roll_prev;
    wire btn_cycle_edge, btn_roll_edge;
    assign btn_cycle_edge = btn_cycle & ~btn_cycle_prev;
    assign btn_roll_edge  = btn_roll  & ~btn_roll_prev;
    always @(posedge clk) begin
        btn_cycle_prev <= btn_cycle;
        btn_roll_prev  <= btn_roll;
    end
    reg [2:0] dice_value = 3'b001;  
    always @(posedge clk or posedge rst_full) begin
        if (rst_full)
            dice_value <= 3'b001;  
        else if (btn_cycle_edge) begin
            if (dice_value == 3'b110)
                dice_value <= 3'b001;  
            else
                dice_value <= dice_value + 1;  
        end
    end
    reg [5:0] new_pos;  
   reg [6:0] temp_sum;
always @(posedge clk or posedge rst_full) begin
    if (rst_full)
        player_pos <= 6'd0;
    else if (btn_roll_edge) begin
        temp_sum = player_pos + dice_value;
        if (temp_sum > 6'd63)
            new_pos = player_pos;
        else
            new_pos = temp_sum[5:0];
        if ((new_pos == 6'd9) || (new_pos == 6'd24) || (new_pos == 6'd18) || (new_pos == 6'd59))
            player_pos <= snake_ladder(new_pos);
        else
            player_pos <= new_pos;
    end
end
    function [5:0] snake_ladder;
        input [5:0] pos;
        begin
            case (pos)
                6'd9: snake_ladder = 6'd31;  
                6'd24: snake_ladder = 6'd6;   
                6'd18: snake_ladder = 6'd49;  
                6'd59: snake_ladder = 6'd4;  
                default: snake_ladder = pos;
            endcase
        end
    endfunction
    reg [2:0] player_row;
    reg [2:0] player_col;
    always @(*) begin
        player_row = player_pos[5:3];   
        player_col = player_pos[2:0];   
    end
    reg [15:0] refresh_counter;
    reg [2:0] row_index;
    always @(posedge clk or posedge rst_full) begin
        if (rst_full) begin
            refresh_counter <= 16'd0;
            row_index <= 3'd0;
        end else begin
            refresh_counter <= refresh_counter + 1;
            if (refresh_counter >= 16'd50000) begin
                refresh_counter <= 16'd0;
                row_index <= row_index + 1;
            end
        end
    end
    reg blink;
    reg [24:0] blink_counter;
    localparam BLINK_THRESHOLD = 25000000;
    always @(posedge clk or posedge rst_full) begin
        if (rst_full) begin
            blink_counter <= 0;
            blink <= 1'b1;
        end else begin
            if (blink_counter == BLINK_THRESHOLD - 1) begin
                blink_counter <= 0;
                blink <= ~blink;
            end else begin
                blink_counter <= blink_counter + 1;
            end
        end
    end
    reg [7:0] rom [0:7];
    initial begin
        rom[0] = 8'b01010000;
        rom[1] = 8'b00000010;
        rom[2] = 8'b00000100;
        rom[3] = 8'b10000001;
        rom[4] = 8'b00000000;
        rom[5] = 8'b00000000;
        rom[6] = 8'b00000010;
        rom[7] = 8'b00001000;
    end
    reg [7:0] rom_data;
    always @(*) begin
        rom_data = rom[row_index];
    end
    reg [7:0] final_data;
    always @(*) begin
        if (row_index == player_row)
            final_data = rom_data | ((blink) ? (8'b00000001 << player_col) : 8'b00000000);
        else
            final_data = rom_data;
    end
    always @(*) begin
        reg [7:0] row_temp;
        row_temp = 8'hFF;
        row_temp[row_index] = 1'b0;
        row = row_temp;
        col = final_data;
    end
    always @(*) begin
        case (dice_value)
            3'b001: hex0 = 7'b1111001;
            3'b010: hex0 = 7'b0100100;
            3'b011: hex0 = 7'b0110000;
            3'b100: hex0 = 7'b0011001;
            3'b101: hex0 = 7'b0010010;
            3'b110: hex0 = 7'b0000010;
            default: hex0 = 7'b1000000;
        endcase
    end
endmodule
File: config.mk
export PLATFORM = sky130hd
export DESIGN_NAME = Snakeladder
export DESIGN_NICKNAME = Snakeladder
export VERILOG_FILES = /design/flow/design.v
export SDC_FILE = /design/flow/constraint.sdc
export NUM_CORES = 4
export LEC_CHECK = 1
export CORE_UTILIZATION = 30
==> impl_metrics.sql <==
-- physical implementation figures
INSERT INTO impl_metrics (metric_group, metric, value, unit) VALUES
('synthesis', 'synth.yosys.seq_area_share', '41.9', '%'),
('route', 'drt_first_pass_iters', '4', ''),
('floorplanning', 'floorplanUtilization', '30.8', '%'),
('grt', 'grt_util_all_layers', '11.7', '%'),
('synthesis', 'enable_flop_cells', '0', ''),
('final_timing', 'tightestPinTransition', '0.733', 'ns'),
('floorplanning', 'num_io_pins', '33', ''),
('final_timing', 'totalNegativeSetupSlack', '0', 'ns'),
('route', 'post_drt_via_cell_ratio', '4.81', ''),
('synthesis', 'topCellsByArea', 'sky130_fd_sc_hd__dfrtp_1 39%, sky130_fd_sc_hd__ha_1 6.0%, sky130_fd_sc_hd__xnor2_1 5.8%', ''),
('route', 'wire_per_inst', '11.8', 'um'),
('route', 'initialDrtViolationCount', '125', ''),
('final_timing', 'rsz0062_at_grt', 'no', ''),
('synthesis', 'synth_flop_count', '56', ''),
('clocking', 'clock_latency_late_sink', '0.30', 'ns'),
('grt', 'globalRouteMet3Util', '1.73', '%'),
('final_timing', 'period_used_share', '91.6', '%'),
('grt', 'gr-total-overflow', '0', ''),
('pwr', 'power.density_cell_area', '626', 'nW/um2'),
('place', 'globalplace.congestion', '0.885', ''),
('final_timing', 'achievable-frequency', '331', 'MHz'),
('clocking', 'clk_path_buf_depth', '2', ''),
('worst_setup_path', 'criticalPathCategory', 'reg -> reg', ''),
('final_timing', 'skew', '0.00829', 'ns'),
('floorplanning', 'die_h', '107', 'um'),
('route', 'drc', '0', ''),
('pwr', 'p_leak', '0.00171', 'uW'),
('status', 'status', 'finished clean', ''),
('clocking', 'cts.hold.buffers_added', '0', ''),
('route', 'detail-route-antenna-nets', '0', ''),
('synthesis', 'synth_stat.cells', '354', ''),
('grt', 'globalRoute.busiestLayer', 'met2', ''),
('worst_setup_path', 'rr_startpoint', 'dice_value[0]', ''),
('worst_setup_path', 'ff2ff_setup_slack', '0.28', 'ns'),
('clocking', 'cts-buffers-inserted', '5', ''),
('worst_setup_path', 'rr_worst_depth', '10', ''),
('grt', 'number_of_antenna_violations_at_the_first_check_in_global_routing', '0', ''),
('clocking', 'cell_chosen_for_the_clock_root', 'sky130_fd_sc_hd__clkbuf_8', ''),
('worst_setup_path', 'crit_fanout', '7', ''),
('final_timing', 'timing_max_transition_violations_final', '0', ''),
('grt', 'grt_pass1_vias', '2367', ''),
('route', 'number_of_diodes_added_for_antenna_fixing', '0', ''),
('synthesis', 'post_synth_inst_count', '354', ''),
('final_timing', 'hold_viol', '0', ''),
('hold_path', 'min_path_cells', '1', ''),
('grt', 'wire_length_of_the_first_global_routing_pass', '10900', 'um'),
('layout', 'lay_top_count', 'sky130_fd_sc_hd__dfrtp_1', ''),
('place', 'placed_cell_area', '3770', 'um2'),
('pwr', 'power.ir.vdd_worst', '0.362', 'mV'),
('pwr', 'total_power', '2430', 'uW'),
('floorplanning', 'die_area', '11500', 'um2'),
('route', 'drt_wl_total', '6170', 'um'),
('synthesis', 'yosys.cell_types.count', '53', ''),
('synthesis', 'async_set_reset_flop_share_out_of_synthesis', '96.4', '%'),
('grt', 'groute.layer.met1.usage', '17.7', '%'),
('layout', 'filler_cell_count', '1035', ''),
('worst_setup_path', 'critPathArrivalTime', '3.23', 'ns'),
('clocking', 'cts_resized', '0', ''),
('synthesis', 'netlist_area', '3320', 'um2'),
('final_timing', 'worst_slew_margin_rel', '51.1', '%'),
('grt', 'grt_max_degree', '26', ''),
('place', 'place.detailed.hpwl', '4520', 'um'),
('clocking', 'clock_sinks', '56', ''),
('clocking', 'clkSlewWorstSetupHoldPaths', '0.10', 'ns'),
('synthesis', 'synthDominantCellAreaShare', '39.2', '%'),
('final_timing', 'finalWorstPathRequiredPeriod', '3.02', 'ns'),
('worst_setup_path', 'crit_required', '3.50', 'ns'),
('route', 'num_vias', '2515', ''),
('job', 'drv_cap', '0', ''),
('floorplanning', 'die_width', '107', 'um'),
('layout', 'lay_top_cells', '52 x sky130_fd_sc_hd__dfrtp_1, 46 x sky130_fd_sc_hd__nor2_1, 32 x sky130_fd_sc_hd__clkdlybuf4s50_1', '');
==> cells in the mapped netlist, types with 3 or more instances <==
cell type,number
sky130_fd_sc_hd__buf_2,4
sky130_fd_sc_hd__nand2_1,27
sky130_fd_sc_hd__xnor2_1,22
sky130_fd_sc_hd__nand4_1,5
sky130_fd_sc_hd__o21ai_0,13
sky130_fd_sc_hd__nor3_1,6
sky130_fd_sc_hd__and4_1,3
sky130_fd_sc_hd__nor2_1,46
sky130_fd_sc_hd__ha_1,16
sky130_fd_sc_hd__dfrtp_1,52
sky130_fd_sc_hd__mux2i_1,7
sky130_fd_sc_hd__a21oi_1,11
sky130_fd_sc_hd__nor2b_1,3
sky130_fd_sc_hd__a31o_2,3
sky130_fd_sc_hd__xor2_1,19
sky130_fd_sc_hd__nand2b_1,8
sky130_fd_sc_hd__o21a_1,4
sky130_fd_sc_hd__inv_1,15
sky130_fd_sc_hd__clkbuf_1,7
sky130_fd_sc_hd__and3_1,12
sky130_fd_sc_hd__nor4_1,4
sky130_fd_sc_hd__o31ai_1,3
sky130_fd_sc_hd__a21o_1,4
sky130_fd_sc_hd__nand3_1,18
sky130_fd_sc_hd__or3_1,4
sky130_fd_sc_hd__nand3b_1,3
==> cell families after synthesis <==
logic type,after synthesis,share of synthesized area [%]
AND/OR/NAND/NOR,149,22.9
flip-flops,56,41.9
AND-OR/OR-AND,54,11.4
XOR/XNOR,41,10.8
buffers and inverters,29,3.77
adder cells (fa/ha/maj),17,6.63
multiplexers,8,2.56
==> power breakdown <==
part / internal (uW) / switching, uW
Clock: 226 / 211
Sequential: 744 / 118
Combinational: 577 / 555
==> critical path, stage by stage, from the launching register on <==
cell	delay, ns
sky130_fd_sc_hd__dfstp_2	0.62
sky130_fd_sc_hd__ha_1	0.19
sky130_fd_sc_hd__inv_1	0.05
sky130_fd_sc_hd__fa_1	0.42
sky130_fd_sc_hd__nand2b_1	0.25
sky130_fd_sc_hd__a21bo_2	0.25
sky130_fd_sc_hd__mux2i_1	0.37
sky130_fd_sc_hd__nor4_1	0.09
sky130_fd_sc_hd__a311oi_1	0.40
sky130_fd_sc_hd__o21ai_0	0.15
sky130_fd_sc_hd__o21a_1	0.13
==> sequential cells by signal, summed over array words and instances (netlist names) <==
signal,flops
btn_roll_prev,1
btn_cycle_prev,1
player_pos,6
refresh_counter,16
blink_counter,25
blink,1
dice_value,3
row_index,3
==> routing by layer <==
layer  share of wire [%]  up-vias  wire (um)
li1                    -     1273          -
met1                  50     1184       3090
met2                  45       51       2790
met3                 3.8        7        237
met4                0.86        0         53
met5                   0        -          0
==> through the flow <==
step / hold slack [ns] / setup slack [ns] / cells / util [%]
finish: 0.483 / 0.276 / 523 / 35.9
global route: 0.483 / 0.0132 / 523 / 35.9
CTS: 0.478 / 0.285 / 523 / 35.9
detailed placement: 0.457 / 0.296 / 515 / 35.0
global placement: 0.454 / 0.347 / 515 / 35.0
floorplan: 0.439 / 0.598 / 354 / -
==> worst max-delay path by stage <==
stage / startpoint / endpoint / cells past startpoint
finish: dice_value[0] / player_pos[4] / 10
global route: dice_value[0] / player_pos[4] / 10
CTS: dice_value[0] / player_pos[4] / 10
==> cell type report <==
cell class | count | area (um2) | area share [%]
clock buffers | 6 | 72.6 | 1.87
well taps | 140 | 175 | 4.51
inverters | 15 | 56.3 | 1.45
multi-input cells | 269 | 1800 | 46.5
flip-flops and latches | 56 | 1390 | 35.9
clock inverters | 2 | 35.0 | 0.903
repair buffers | 35 | 343 | 8.84
No activity file was given, so power comes from the tool's default toggle rates.
